==> /design/flow/design.v <==
module alu #(
    parameter INT_W  = 3,
    parameter FRAC_W = 5,
    parameter INST_W = 3,
    parameter DATA_W = INT_W + FRAC_W
)(
    input                     i_clk,
    input                     i_rst_n,
    input                     i_valid,
    input signed [DATA_W-1:0] i_data_a,
    input signed [DATA_W-1:0] i_data_b,
    input        [INST_W-1:0] i_inst,
    output                    o_valid,
    output signed      [DATA_W-1:0] o_data
);
   parameter OP_ADD 	= 3'd0,
			 OP_SUB 	= 3'd1,
			 OP_MULT 	= 3'd2,
			 OP_NAND 	= 3'd3,
			 OP_XNOR	= 3'd4,
			 OP_SIGMOID = 3'd5,
			 OP_SHIFT 	= 3'd6,
			 OP_MIN 	= 3'd7;
integer i;
reg signed [DATA_W:0] o_data_w, o_data_r;
reg             o_valid_w, o_valid_r;
wire [DATA_W-2:0]	upper_limit;
wire [DATA_W-2:0]	bottom_limit;
wire signed [DATA_W*2-1:0] mult;
wire signed [DATA_W-1:0] signed_sigmoid;
wire signed [DATA_W-1:0] compare_positive;
wire signed [DATA_W-1:0] compare_negtive;
wire [DATA_W-1:0] 	unsigned_idatab;
wire [DATA_W-1:0] 	amount_shift;
wire [DATA_W-1:0] 	shift0, shift1, shift2, shift3, shift4, shift5, shift6, shift7;
assign o_valid = o_valid_r;
assign o_data = o_data_r;
assign upper_limit = ~i_data_a[6:0];
assign bottom_limit = i_data_a[6:0];
assign mult = i_data_a * i_data_b;
assign signed_sigmoid = (i_data_a >>> 2);
assign compare_positive = 8'b01100000 ;
assign compare_negtive = 8'b11000000 ;
assign unsigned_idatab = i_data_b;
assign amount_shift = unsigned_idatab % 8;
assign shift0 = i_data_a;
assign shift1 = {i_data_a[0],i_data_a[7:1]};
assign shift2 = {i_data_a[1:0],i_data_a[7:2]};
assign shift3 = {i_data_a[2:0],i_data_a[7:3]};
assign shift4 = {i_data_a[3:0],i_data_a[7:4]};
assign shift5 = {i_data_a[4:0],i_data_a[7:5]};
assign shift6 = {i_data_a[5:0],i_data_a[7:6]};
assign shift7 = {i_data_a[6:0],i_data_a[7]};
always@(*) o_valid_w = i_valid;
always@(*) begin	
	if( i_valid ) begin
		case( i_inst )
		OP_ADD : begin
			if( i_data_a[7] ) begin
				if( i_data_b[7] == 0 ) o_data_w = i_data_a + i_data_b;	
				else if( -i_data_b > bottom_limit ) o_data_w = -128;
				else o_data_w = i_data_a + i_data_b;	
			end
			else begin
				if( i_data_b[7] ) o_data_w = i_data_a + i_data_b;	
				else if( i_data_b > upper_limit ) o_data_w = 127;
				else o_data_w = i_data_a + i_data_b;	
			end
		end
		OP_SUB : begin
			if( i_data_a[7] ) begin
				if( i_data_b[7] ) o_data_w = i_data_a - i_data_b;	
				else if( i_data_b > bottom_limit ) o_data_w = -128;
				else o_data_w = i_data_a - i_data_b;	
			end
			else begin
				if( i_data_b[7] == 0 ) o_data_w = i_data_a - i_data_b;	
				else if( -i_data_b > upper_limit ) o_data_w = 127;
				else o_data_w = i_data_a - i_data_b;	
			end
		end
		OP_MULT : begin
			if( mult[15] == 0 ) begin
				if( mult[14:10] > 3 ) o_data_w = 127;
				else o_data_w = ( mult[4] )? mult[12:5] + 1 : mult[12:5];
			end
			else begin
				if( mult[14:10] < 5'b11100 ) o_data_w = -128;
				else o_data_w = ( mult[4] )? {1'b1,mult[11:5]+1'b1}: {1'b1,mult[11:5]};
			end
		end
		OP_NAND : o_data_w = ~(i_data_a & i_data_b);	
		OP_XNOR	: o_data_w = ~(i_data_a ^ i_data_b);
		OP_SIGMOID : begin 
			if( i_data_a >= compare_positive ) o_data_w = 8'b00100000;
			else if( i_data_a <= compare_negtive ) o_data_w = 0;
			else o_data_w = 8'b00010000 + signed_sigmoid;
		end
		OP_SHIFT : begin 
			case(amount_shift)
			0: o_data_w = shift0;	
			1: o_data_w = shift1;	
			2: o_data_w = shift2;	
			3: o_data_w = shift3;	
			4: o_data_w = shift4;	
			5: o_data_w = shift5;	
			6: o_data_w = shift6;	
			7: o_data_w = shift7;	
			endcase
		end
		OP_MIN : begin 
			if( i_data_a > i_data_b ) o_data_w = i_data_b;
			else o_data_w = i_data_a;
		end
		endcase
	end
	else 	o_data_w = 0;
end
always@(posedge i_clk or negedge i_rst_n) begin
    if(!i_rst_n) begin
        o_data_r  <= 0;
        o_valid_r <= 0;
    end 
	else begin
        o_data_r  <= o_data_w;
        o_valid_r <= o_valid_w;
    end
end
endmodule
==> /design/flow/run.sh <==
#!/bin/bash
# OpenROAD 26Q1-2900-gdf79404cd8, Yosys 0.63+post, stock flow scripts
make -C /OpenROAD-flow-scripts/flow DESIGN_CONFIG=/design/flow/config.mk WORK_HOME=/design/flow/orfs finish
==> /design/flow/config.mk <==
export PLATFORM = sky130hd
export DESIGN_NAME = alu
export DESIGN_NICKNAME = alu
export VERILOG_FILES = /design/flow/design.v
export SDC_FILE = /design/flow/constraint.sdc
export NUM_CORES = 4
export LEC_CHECK = 1
export CORE_UTILIZATION = 40
==> /design/flow/constraint.sdc <==
current_design alu

set clk_period 1.0
set clk_io_pct 0.2

create_clock -name clk0 -period $clk_period [get_ports {i_clk}]

set non_clock_inputs [all_inputs -no_clocks]
set_input_delay [expr $clk_period * $clk_io_pct] -clock clk0 $non_clock_inputs
set_output_delay [expr $clk_period * $clk_io_pct] -clock clk0 [all_outputs]
==> flow_summary_export.csv <==
group,metric,value,unit
outcome,run_status,"completed",
finish,drive_gt1_share,2.62,%
clocking,postCtsSetupBuffers,0,
setup_path,arrival,750,ps
sta,fin_setup_tns,0,ps
die,floorplan.core_util,40.8,%
place,numPortBuffers,30,
logic_synthesis,yosys_warnings,1,
logic_synthesis,ys.flops,17,
sta,slew_viol_final,0,
clocking,cts_max_level,1,
logic_synthesis,syn_area,5380,um2
setup_path,cp_num_buf_inv,1,
drt,via_count,5011,
logic_synthesis,yosysMostFrequentCell,"inv_1",
clocking,cts-root-buf,"clkbuf_16",
drt,drt_wl_total,16700,um
logic_synthesis,ys_cells,679,
global_routing,grt_overflow_total,0,
sta,finalWorstSetupSlack,50.9,ps
clocking,cts_tree,"yes",
sta,max_slew_margin,42.9,%
logic_synthesis,area_leaders,"fa_1, ha_1, inv_1, nor2_1, o21ai_0",
setup_path,path_max_fanout,1,
drt,avgRoutedWirePerCell,19.4,um
setup_path,crit_type,"reg -> out",
pwr,max-vdd-ir-drop,2430,uV
global_routing,grt_antenna_before_repair,0,
logic_synthesis,synthTopCellsByCount,"inv_1, ha_1, nor2_1",
pwr,p_per_area,1880,nW/um2
logic_synthesis,edf_count,0,
logic_synthesis,yosysTopAreaCell,"fa_1",
sta,setup_viol,0,
global_routing,grt_max_degree,23,
clocking,clock_path_buffers,2,
sta,unclocked_pins,8,
setup_path,crit_family,"flip-flops",
drt,ant_nets,0,
setup_path,critPathSlowestCell,"dfrtp_1",
drt,drc,0,
global_routing,first_global_vias,4806,
pwr,p_leak,2.67,nW
die,fp.coreArea,13200,um2
sta,untimed_endpoints,16,
sta,period_minus_slack,949,ps
drt,drt_iter0_drc,399,
place,gp_congestion,1.02,
logic_synthesis,ff_type,"dfrtp_1",
logic_synthesis,ys_area,5380,um2
logic_synthesis,ys_types,63,
setup_path,crit_path_end_kind,"output pin",
die,io_pins,31,
sta,rsz0062_at_grt,"no",
worst_hold_path,min_path_type,"in -> async",
setup_path,worst_path_largest_cell_delay,350,ps
die,die_y,118,um
setup_path,crit_chain,"clkdlybuf4s15_1",
place,dp_slack,33.0,ps
setup_path,critPathLaunchType,"register",
logic_synthesis,synthCells,679,
clocking,cts_buffers,3,
sta,min_period_over_period,94.9,%
sta,worstMarginPinSlew,854,ps
die,fp-row-count,42,
place,dp.final_hpwl,13400,um
drt,avgViaCountPerCell,5.81,
flow_run,cap_violations,0,
finish,final_cell_area,5880,um2
drt,dr.pass1.iters,7,
finish,area_growth,9.27,%
clocking,clkTransAtPathRegs,40,ps
place,place_area,5800,um2
global_routing,grt_use_total,25.3,%
flow_run,warning_count,53,
logic_synthesis,ys_async_sr_fraction,52.9,%
sta,hold_viol,0,
die,dieArea,13900,um2
logic_synthesis,synth_area_per_cell,7.93,um2
die,die_w,118,um
logic_synthesis,top_cell_area_share,20.8,%
drt,diodes,0,
sta,max_freq,1050,MHz
setup_path,cp.required,800,ps
finish,nFillCells,1314,
global_routing,grt_pass1_wl,26200,um
[routing by layer]
metal / wire (um) / global-route usage [%] / vias to the layer above
met1: 7010 / 35.6 / 2418
met5: 50 / 2.94 / -
met3: 1740 / 9.26 / 25
li1: - / - / 2361
met2: 7620 / 38.2 / 205
met4: 278 / 4.41 / 2
[cell usage in the layout (no fill, tap or decap), types with 9 or more instances in the layout]
master	netlist	final
clkdlybuf4s15_1	0	9
a221oi_1	14	14
dfrtp_1	9	9
inv_1	85	85
o21ai_0	47	47
mux2i_1	9	9
nor4_1	9	9
xnor2_1	24	24
a21o_1	9	9
a21oi_1	32	32
fa_1	56	56
nor3_1	14	14
nand2_1	42	42
nand3_1	12	12
clkdlybuf4s50_1	0	21
ha_1	76	76
nor2_1	75	75
[registers in the layout (all words and copies together), names as in the netlist]
signal     count
o_data_r       8
o_data_w       8
o_valid_r      1
[worst max path at each step]
stage	cells past startpoint	startpoint	slack, ps	to
after CTS	1	o_data_r[3]	40	o_data[3]
after global routing	1	o_data_r[0]	10	o_data[0]
final	1	o_data_r[3]	50	o_data[3]
[where the power goes]
| group | total, W | internal, W | switching (W) |
|---|---|---|---|
| clock network | 0.000680 | 0.000530 | 0.000150 |
| logic | 0.00998 | 0.00407 | 0.00591 |
| registers | 0.000391 | 0.000390 | 0.000000919 |
| total | 0.0110 | 0.00499 | 0.00606 |
[metrics by stage]
stage               utilization [%]  std cells  total power (W)  hold slack, ps
global route                   44.6        862           0.0121             281
floorplan                         -        679          0.00822           -95.6
CTS                            44.6        862           0.0110             259
finish                         44.6        862           0.0110             252
global placement               44.0        858           0.0102             493
detailed placement             44.0        858           0.0103             497
[timing repair]
action                                  CTS  global route
endpoints found under the setup margin    9             0
hold buffers                              0             0
gates resized                            18             0
[logic make-up after synthesis]
family,share of synthesized area (%)
buffers and inverters,8.76
multiplexers,1.67
AND-OR/OR-AND,22.8
XOR/XNOR,5.21
AND/OR/NAND/NOR,16.6
flip-flops,4.18
adder cells (fa/ha/maj),38.5
latches,2.23
[final cells by class]
type                    instances  area [um2]  share of cell area (%)
well taps                     176         220                    3.74
flip-flops and latches         17         345                    5.87
multi-input cells             539        4570                    77.6
repair buffers                 33         323                    5.49
clock buffers                   4        78.8                    1.34
inverters                      93         349                    5.93
Power figures rest on the tool's default switching activity, not on a simulated workload.
